**design/flow/config.mk**
```make
export PLATFORM = sky130hd
export DESIGN_NAME = hex_decoder
export DESIGN_NICKNAME = hex_decoder
export VERILOG_FILES = /design/flow/design.v
export SDC_FILE = /design/flow/constraint.sdc
export NUM_CORES = 4
export LEC_CHECK = 1
export CORE_AREA = 10 10 70 70
export DIE_AREA = 0 0 80 80
```
**design/flow/constraint.sdc**
```tcl
current_design hex_decoder

set clk_period 1.7
set clk_io_pct 0.2

create_clock -name clk0 -period $clk_period

set non_clock_inputs [all_inputs -no_clocks]
set_input_delay [expr $clk_period * $clk_io_pct] -clock clk0 $non_clock_inputs
set_output_delay [expr $clk_period * $clk_io_pct] -clock clk0 [all_outputs]
```
**design/flow/design.v**
```verilog
`timescale 1ns / 1ns  
module hex_decoder(c, display);
	input logic [3:0] c;
	output logic [6:0] display;
	assign display[0] = (~c[3] & ~c[2] & ~c[1] & c[0]) + (~c[3] & c[2] & ~c[1] & ~c[0]) + (c[3] & ~c[2] & c[1] & c[0]) + (c[3] & c[2] & ~c[1] & c[0]);
	assign display[1] = (~c[3] & c[2] & ~c[1] & c[0]) + (~c[3] & c[2] & c[1] & ~c[0]) + (c[3] & ~c[2] & c[1] & c[0]) + (c[3] & c[2] & ~c[1] & ~c[0]) + (c[3] & c[2] & c[1] & ~c[0]) + (c[3] & c[2] & c[1] & c[0]);
	assign display[2] = (~c[3] & ~c[2] & c[1] & ~c[0]) + (c[3] & c[2] & ~c[1] & ~c[0]) + (c[3] & c[2] & c[1] & ~c[0]) + (c[3] & c[2] & c[1] & c[0]);
	assign display[3] = (~c[3] & ~c[2] & ~c[1] & c[0]) + (~c[3] & c[2] & ~c[1] & ~c[0]) + (~c[3] & c[2] & c[1] & c[0]) + (c[3] & ~c[2] & c[1] & ~c[0]) + (c[3] & c[2] & c[1] & c[0]);
	assign display[4] = (~c[3] & ~c[2] & ~c[1] & c[0]) + (~c[3] & ~c[2] & c[1] & c[0]) + (~c[3] & c[2] & ~c[1] & ~c[0]) + (~c[3] & c[2] & ~c[1] & c[0]) + (~c[3] & c[2] & c[1] & c[0]) + (c[3] & ~c[2] & ~c[1] & c[0]);
	assign display[5] = (~c[3] & ~c[2] & ~c[1] & c[0]) + (~c[3] & ~c[2] & c[1] & ~c[0]) + (~c[3] & ~c[2] & c[1] & c[0]) + (~c[3] & c[2] & c[1] & c[0]) + (c[3] & c[2] & ~c[1] & c[0]);
	assign display[6] = (~c[3] & ~c[2] & ~c[1] & ~c[0]) + (~c[3] & ~c[2] & ~c[1] & c[0]) + (~c[3] & c[2] & c[1] & c[0]) + (c[3] & c[2] & ~c[1] & ~c[0]);
endmodule
```
**design/flow/run.sh**
```bash
#!/bin/bash
# OpenROAD 26Q1-2900-gdf79404cd8, Yosys 0.63+post, stock flow scripts
make -C /OpenROAD-flow-scripts/flow DESIGN_CONFIG=/design/flow/config.mk WORK_HOME=/design/flow/orfs finish
```
==> results.py <==
# Flow results
metrics = {
    "sta": {
        "hold_viol_final": 0,
        "max_clock_freq_mhz": 613,
        "relSlewSlack_pct": 88.0,
        "setup_tns_ns": 0,
        "rsz0062_at_grt": "no",
        "setup_viol": 0,
        "hold-worst-slack_ns": 1.26,
        "fin_crit_sh_pct": 96.0,
        "worst_pin_slew_ns": 0.178,
        "finalCriticalPeriod_ns": 1.63,
        "drv_slew": 0,
    },
    "logic_synthesis": {
        "yosysUniqueCellTypes": 22,
        "yosys-top-cells-area": "nand2_1 (13%), nand2b_1 (9.0%), a21o_1 (7.2%)",
        "syn_avg_cell_area_um2": 5.97,
        "synth_area_um2": 209,
        "ys.warnings.count": 0,
        "ys_seq_share_pct": 0,
        "top_cell_area_share_pct": 12.6,
        "synth_area_leader_cell": "nand2_1",
        "yosys_area_um2": 209,
        "ys_cells": 35,
        "synth_cells": 35,
    },
    "flow_run": {
        "drv_cap": 0,
        "warnings": 32,
    },
    "global_routing": {
        "grt_pass1_vias": 265,
        "grt_pass1_wl_um": 1310,
        "grt_max_degree": 9,
        "track_usage_pct": 2.36,
        "grt_overflow": 0,
        "grt_antenna_before_repair": 0,
    },
    "cells_and_area": {
        "drive_gt1_share_pct": 32.0,
        "synthToLayoutAreaGrowth_pct": 94.6,
        "n_fill_cell": 416,
        "final_area_um2": 407,
        "flops": 0,
        "clkbuf_count": 0,
        "layout.area.comb_um2": 196,
        "ff_latch_area_um2": 0,
        "finalNonFillerCells": 96,
        "final_util_pct": 11.9,
    },
    "floorplanning": {
        "die_y_um": 80,
        "fp_util_pct": 6.12,
        "fp.dieW_um": 80,
        "die-area_um2": 6400,
        "coreArea_um2": 3420,
        "io_pins": 11,
        "num_rows": 21,
    },
    "drt": {
        "diodes": 0,
        "antenna_left": 0,
        "wl_per_cell_um": 8.00,
        "drc": 0,
        "routed_wl_um": 768,
        "first_pass_iters": 2,
        "drt_iter0_drc": 6,
        "routed_via_density": 3.03,
        "via_count": 291,
    },
    "power": {
        "switching_share_pct": 42.1,
        "p_per_area_nw_per_um2": 221,
        "switching_power_uw": 37.8,
        "clockPowerShare_pct": 0,
        "ir_worst_vdd_uv": 31.3,
        "p_seq_share_pct": 0,
        "intPower_uw": 51.9,
        "combPwrFrac_pct": 100.0,
        "p_leak_uw": 0.000196,
    },
    "placed_design": {
        "numPortBuffers": 11,
        "dp_hpwl_um": 661,
        "place_inst": 96,
        "placed_area_um2": 408,
        "gp_congestion": 0.643,
    },
    "status": {
        "status": "complete, no violations",
    },
    "worst_setup_path": {
        "crit_path_end_kind": "primary output",
        "critPathLaunch": "c[0]",
        "cp-start-kind": "primary input",
        "path_max_fanout": 6,
        "crit_end": "display[1]",
        "crit_required_ns": 1.36,
        "path_class": "in -> out",
        "cp.arrival_ns": 1.29,
    },
    "hold_path": {
        "hold_path.class": "in -> out",
    },
    "clock_tree": {
        "cts_setup_buffers": 0,
    },
}
-- worst max-delay path, cell delays in order --
cell and delay [ns]:
buf_2 0.13, buf_6 0.12, nor2b_2 0.15, a221o_1 0.37
clkdlybuf4s15_1 0.19
-- synthesized netlist by cell type, drive strengths merged --
cell	number
nor2	2
and2b	1
or3	1
xnor2	1
o31ai	1
nand2	7
a221o	1
nor2b	2
inv	1
buf	4
nor3	2
o22ai	2
nand2b	3
a21o	2
o32a	1
a31oi	1
a21oi	1
o21ai	2
-- cell usage in the layout, fill, tap and decap left out, types with 2 or more instances in the layout --
cell type	count
nand2b_1	2
o22ai_1	2
buf_2	3
dlygate4sd2_1	6
nand2_1	7
o21ai_1	2
nor2_1	2
buf_4	8
a21o_1	2
-- layer usage --
layer | wire length [um] | vias to the layer above | part of all wire, % | global-route usage (%)
met4 | 0 | 0 | 0 | 0
met2 | 320 | 6 | 42 | 3.61
met1 | 442 | 131 | 58 | 3.76
met5 | 0 | - | 0 | 0
li1 | - | 154 | - | -
met3 | 5 | 0 | 0.65 | 0
-- worst min-delay path by stage --
stage,cells past startpoint,slack [ns],endpoint,startpoint
5_1_grt,4,1.31,display[0],c[3]
4_1_cts,4,1.27,display[6],c[2]
6_report,4,1.26,display[2],c[0]
-- power by group through the flow --
stage	Sequential, uW	Clock [uW]	Combinational, uW
CTS	0	0	91.7
global route	0	0	101
finish	0	0	89.7
-- kinds of logic (layout without fill, tap and decap cells) --
logic type / after synthesis / in the layout / synth area share [%]
compound gates: 11 / 11 / 36.5
xor+xnor: 1 / 1 / 4.19
buf+inv: 5 / 20 / 15.6
simple gates: 18 / 18 / 43.7
-- final cells by class --
cell class	count	area share [%]
timing repair buffer	19	36.6
tap	46	14.2
inverter	1	0.923
multi-input combinational	30	48.3
-- repair_timing --
| item | CTS | global route |
|---|---|---|
| pin swaps | 4 | 1 |
| hold buffers | 0 | 0 |
| setup endpoints to repair | 7 | 1 |
| resized | 32 | 1 |
-- through the flow --
step	total power [uW]	worst slack (ns)
2_1_floorplan	42.6	0.430
3_3_place_gp	98.8	-0.602
3_5_place_dp	98.4	-0.599
4_1_cts	91.7	0.0236
5_1_grt	101	0.0193
6_report	89.7	0.0686
Power and IR drop assume default switching activity.
