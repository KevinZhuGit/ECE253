[./design.v]
module part3(A, B, Function, ALUout);
    parameter  N = 4;
    input logic [N-1:0]A, B;
    input logic [1:0]Function;
    output logic [(2*N)-1 : 0]ALUout;
    always_comb
    begin
        case (Function)
        0: ALUout = A + B;
        1: ALUout = |{A, B};
        2: ALUout = &{A, B};
        3: ALUout = {A, B};
        default: ALUout = 0;
        endcase
    end
endmodule
[./run.sh]
#!/bin/bash
# OpenROAD 26Q1-2900-gdf79404cd8, Yosys 0.63+post, stock flow scripts
make -C /OpenROAD-flow-scripts/flow DESIGN_CONFIG=/design/flow/config.mk WORK_HOME=/design/flow/orfs finish
[./config.mk]
export PLATFORM = sky130hd
export DESIGN_NAME = part3
export DESIGN_NICKNAME = part3
export VERILOG_FILES = /design/flow/design.v
export SDC_FILE = /design/flow/constraint.sdc
export NUM_CORES = 4
export LEC_CHECK = 1
export CORE_AREA = 10 10 70 70
export DIE_AREA = 0 0 80 80
[./constraint.sdc]
current_design part3

set clk_period 1.6
set clk_io_pct 0.2

create_clock -name clk0 -period $clk_period

set non_clock_inputs [all_inputs -no_clocks]
set_input_delay [expr $clk_period * $clk_io_pct] -clock clk0 $non_clock_inputs
set_output_delay [expr $clk_period * $clk_io_pct] -clock clk0 [all_outputs]
==> flow_summary.ini <==
; physical design summary
[run_status]
outcome = finished, violations left
violations = negative setup slack

[yosys]
synth_seq_share_pct = 0
yosysUniqueCellTypes = 21
postSynthCellCount = 32
syn_area_um2 = 257.7
avgSynthCellArea_um2 = 8.055
ys_cells = 32
yosys_area_um2 = 257.7
yosysTopAreaCellShare_pct = 19.42
ys_warn_count = 1
yosysTopAreaCell = ha_1
area_leaders = ha_1, and3_2, fa_1

[sta]
fmax_mhz = 575.6
max_slew_margin_pct = 84.71
final.min_clock_period_ns = 1.737
hold_viol_final = 0
maxSlewViolCount = 0
rsz0062_at_grt = true
whs_ns = 0.9660
final.setup.worst_slack_ns = -0.1373
tightest_slew_ns = 0.2294
fin_crit_sh_pct = 108.6
setup_violations = 4
finalSetupTns_ns = -0.3540

[floorplan]
die_h_um = 80
num_io_pins = 18
core_area_um2 = 3416
rows = 21
initial_core_util_pct = 7.546
die_w_um = 80
chip_area_um2 = 6400

[worst_hold_path]
hold_class = in -> out

[place]
portBuffers = 18
routabilityCongestion = 0.7833
dp_cells = 109
pre_cts_ws_ns = -0.9752
hpwl_um = 907.6
place_area_um2 = 589.3

[run]
drv_cap = 0
warnings = 34

[power_and_ir_drop]
fin_total_pwr_uw = 197.0
powerDensity_nw_per_um2 = 271.4
total_leakage_power_nw = 0.2918
ir_drop_v = 0.00005174

[setup_path]
critPathLaunchType = primary input
slowest_stage = fa_2
endpoint_kind = output pin
critical_path_class = in -> out
cp.required_ns = 1.28
cp.arrival_ns = 1.42
cp_max_fo = 2
slowest_delay_ns = 0.35
path_cells = buf_8 -> ha_4 -> fa_2 -> a21o_1 -> a21oi_2 -> o31ai_1 -> buf_2

[detailed_routing]
drc = 0
dr.pass1.iters = 4
wl_um = 1209
final_antenna_net_count = 0
drtIter0Drc = 13
avgRoutedWirePerCell_um = 10.89
vias_per_cell = 3.667
vias = 407
n_antenna_cell = 0

[layout]
layout.sequential_cells = 0
final-seq-area_um2 = 0
fillers = 363
syn2layout_area_growth_pct = 181.6
final_util_pct = 21.25
comb_area_um2 = 369.1
clock_buffers = 0
drive_above_1_share_pct = 75.38
finalNonFillerCells = 111
stdcell_area_um2 = 725.7

[global_route]
grt_pass1_wl_um = 1890
grt_overflow_total = 0
grt_max_degree = 9
antenna_found_initial = 0
grt_pass1_vias = 412
grt_use_total_pct = 3.421
path summary, 6_finish.rpt:
kind                  from   endpoint  depth (start not counted)
worst max-delay path  B[0]  ALUout[4]                          7
worst min-delay path  B[1]  ALUout[1]                          3
report_power, final:
group	leakage (nW)	total [mW]	internal [mW]	switching [mW]
clock	0	0	0	0
sequential	0	0	0	0
combinational	0.292	0.197	0.122	0.0753
logic make-up after synthesis:
family          after synthesis  synth area share [%]
compound gates               11                 31.07
buf+inv                       1                 4.369
xor+xnor                      1                 3.399
simple gates                 14                 33.98
fa+ha+maj                     5                 27.19
worst max-delay path, delay by kind of cell:
kind | cells | cell delay, ns
AOI/OAI and AO/OA | 3 | 0.39
adders and majority gates | 2 | 0.50
buffers and inverters | 2 | 0.21
area by class of cell:
class              count  area share, %
multi-input cells     31          50.86
repair buffers        34          41.21
well taps             46          7.931
cell usage after synthesis, types with 2 or more instances:
library cell,number
nor2_1,2
a21oi_1,2
and3_2,4
a22o_1,2
ha_1,4
nand4_1,3
cell usage in the layout (no fill, tap or decap), drive strengths merged:
cell type	netlist	routed
o21bai	1	1
nor2	2	2
and3	4	4
a2111oi	1	1
a31oi	1	1
xor2	1	1
nand4	3	3
buf	1	30
o31ai	1	1
a21oi	2	2
a221o	1	1
ha	4	4
a22o	2	2
o21ai	1	1
clkdlybuf4s50	0	3
nand3	1	1
fa	1	1
nor4	1	1
nand2	1	1
a21o	1	1
or3b	1	1
clkbuf	0	1
and2	1	1
what timing repair did:
item	4_1_cts	5_1_grt
pin swaps	16	11
setup endpoints to repair	8	7
buffers inserted	1	2
hold endpoints to repair	0	0
cloned	0	0
hold buffers	0	0
resized	80	20
metal layers:
| metal | track usage [%] | part of all wire [%] | up-vias |
|---|---|---|---|
| met5 | 0 | 0 | - |
| met4 | 0 | 0 | 0 |
| met3 | 0.7955 | 8.0 | 0 |
| li1 | - | - | 201 |
| met2 | 5.698 | 47 | 14 |
| met1 | 4.630 | 45 | 192 |
Power figures rest on the tool's default switching activity, not on a simulated workload.
