`flow/run.sh`:
```
#!/bin/bash
# OpenROAD 26Q1-2900-gdf79404cd8, Yosys 0.63+post, stock flow scripts
make -C /OpenROAD-flow-scripts/flow DESIGN_CONFIG=/design/flow/config.mk WORK_HOME=/design/flow/orfs finish
```
`flow/config.mk`:
```
export PLATFORM = sky130hd
export DESIGN_NAME = part1
export DESIGN_NICKNAME = part1
export VERILOG_FILES = /design/flow/design.v
export SDC_FILE = /design/flow/constraint.sdc
export NUM_CORES = 4
export LEC_CHECK = 1
export CORE_AREA = 10 10 70 70
export DIE_AREA = 0 0 80 80
```
`flow/constraint.sdc`:
```
current_design part1

set clk_period 3.8
set clk_io_pct 0.2

create_clock -name clk0 -period $clk_period

set non_clock_inputs [all_inputs -no_clocks]
set_input_delay [expr $clk_period * $clk_io_pct] -clock clk0 $non_clock_inputs
set_output_delay [expr $clk_period * $clk_io_pct] -clock clk0 [all_outputs]
```
`flow/design.v`:
```
module part1(a, b, c_in, s, c_out);
    input logic [3:0] a,b;
	input logic c_in;   
    output logic [3:0] s,c_out;
    logic c1, c2, c3;
    fulladder fa1(.a(a[0]), .b(b[0]), .c_in(c_in), .c_out(c1), .s(s[0]));
    fulladder fa2(.a(a[1]), .b(b[1]), .c_in(c1), .c_out(c2), .s(s[1]));
    fulladder fa3(.a(a[2]), .b(b[2]), .c_in(c2), .c_out(c3), .s(s[2]));
    fulladder fa4(.a(a[3]), .b(b[3]), .c_in(c3), .c_out(c_out[3]), .s(s[3]));
	assign c_out[0] = c1;
	assign c_out[1] = c2;
	assign c_out[2] = c3;
endmodule
module fulladder(a,b,c_in,c_out,s);
    input logic a,b,c_in;
    output logic c_out,s;
    assign s = a ^ b ^ c_in;
    assign c_out = (a&b) | (a&c_in) | (b&c_in);
endmodule
```
==> impl_metrics.ini <==
; generated from flow reports
[clocking]
post_cts_resized = 12
ctsHoldBuffers = 0
post-cts-setup-buffers = 0

[setup_path]
critPathLaunchType = input pin
path_delay_family = adder cells
critPathArrivalTime_ns = 2.81
cpMaxStageDelayCell = clkdlybuf4s50_1
cpPeakStageDelay_ns = 0.46
critPathCaptureType = primary output
crit_required_ns = 3.04
criticalPathCategory = input pin to primary output
crit_chain = dlygate4sd2_1 > inv_2 > fa_2 > inv_2 > fa_2 > fa_2 > inv_2 > fa_1 > inv_1 > clkdlybuf4s50_1
crit_buf_inv = 6
path_max_fanout = 2

[worst_hold_path]
hold_class = input pin to primary output
min-delay-start = b[3]
hold_depth = 5
min_to = s[3]

[power]
p_per_area_nw_per_um2 = 121
p_leak_nw = 0.147
ir_drop_v = 0.0000300
seqPwrFrac = 0
clock_power_share = 0
power_switching_w = 0.0000121
p_comb_frac = 1.000
swShare = 0.287
p_int_w = 0.0000300

[global_route]
grt_pass1_wl_um = 676
gr-total-overflow = 0
grt_start_max_net_pins = 3
grt_use_total = 0.0130
antenna_found_initial = 0
first_global_vias = 171

[synthesis]
ys_cells = 22
largest_area_cell = fa_1
ys_warn_count = 0
synth.top_cell.area_share = 0.451
synthCells = 22
synthTopCellsByArea = fa_1 45%, buf_4 34%, inv_1 21%
synth.distinct_cells = 3
postSynthAreaPerCell_um2 = 8.08
yosysChipArea_um2 = 178
yosysSeqAreaShare = 0
synth.cell_area_um2 = 178

[timing]
whs_ns = 2.41
rsz0062_at_grt = no
worst_pin_slew_ns = 0.103
fmaxAchievable_mhz = 280
finalSetupViolCount = 0
maxSlewHeadroom = 0.931
fin_crit_sh = 0.940
period_minus_slack_ns = 3.57
setup_slack_ns = 0.227
drv_slew = 0
hold_viol_final = 0

[layout]
final_layout_top_logic_cell = clkdlybuf4s50_1
area_growth_pct = 95.8
logic_area_um2 = 87.6
n_clock_buffer = 0
design_area_um2 = 348
post-route-util = 0.102
instances_no_fill = 77
drive_above_1_share = 0.258
fillerInstances = 403
seqCellArea_um2 = 0
layout_top_cells = 13 x clkdlybuf4s50_1, 5 x inv_1, 5 x inv_2
flop-count = 0

[route]
drt_iter0_drc = 0
drt.antenna.violating_nets = 0
vias = 146
wl_met2_um = 110
via_per_inst = 1.90
drt-met1-wl_um = 207
drc_errors = 0
num_antenna_cells = 0
firstDrtPassIters = 1
wirelength_um = 456
routedWlPerCell_um = 5.92
top_layer = met3
met3WireLength_um = 138

[floorplanning]
rows = 21
die_w_um = 80
pin_count = 17
die_h_um = 80
dieArea_um2 = 6400
initCoreUtil = 0.0520
fp.coreArea_um2 = 3420

[place]
gp_congestion = 0.776
io_buffers = 17
dp_cells = 77
dp_hpwl_um = 447
pre_cts_ws_ns = -0.312
dpl_cell_area_um2 = 345

[job]
drv_cap = 0
warning_count = 32

[status]
status = completed
==> power by group through the flow <==
stage	sequential [W]	clock [W]	combinational [W]
4_1_cts	0	0	0.0000438
5_1_grt	0	0	0.0000491
6_report	0	0	0.0000421
==> worst min-delay path, cell delays in order <==
cell	delay (ns)
clkdlybuf4s50_1	0.40
inv_1	0.07
fa_1	0.15
inv_1	0.03
dlygate4sd2_1	0.24
==> cell usage after synthesis, drive strengths merged <==
cell type / n
buf: 8
fa: 4
inv: 10
==> final cells by class <==
type                       count  share of cell area
inverter                      10               0.108
tap                           46               0.165
multi-input combinational      4               0.252
timing repair buffer          17               0.475
==> cell families (layout without fill, tap and decap cells) <==
kind of cell               count (synthesis)  count (layout)  synth area share
buffers and inverters                     18              27             0.549
adders and majority gates                  4               4             0.451
==> stage by stage <==
step | setup TNS, ns | total power (W)
floorplan | 0 | 0.0000234
detailed placement | -0.426 | 0.0000442
global route | 0 | 0.0000491
finish | 0 | 0.0000421
CTS | 0 | 0.0000438
global placement | -0.372 | 0.0000437
==> per-layer routing <==
layer,GRT usage,vias to the layer above
li1,-,66
met1,0.0161,64
met2,0.0152,16
met3,0.0148,0
met4,0,0
met5,0,-
==> worst max path at each step <==
stage	startpoint	endpoint	slack, ns	cells past startpoint
4_1_cts	c_in	c_out[3]	0.20	10
5_1_grt	c_in	c_out[3]	0.11	10
6_report	c_in	c_out[3]	0.23	10
Power and IR drop assume default switching activity.
